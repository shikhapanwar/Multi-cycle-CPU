**/design/flow/config.mk**
```make
export PLATFORM = sky130hd
export DESIGN_NAME = status_detection_storage_selection_module
export DESIGN_NICKNAME = status_detection_storage_selection_module
export VERILOG_FILES = /design/flow/design.v
export SDC_FILE = /design/flow/constraint.sdc
export NUM_CORES = 4
export LEC_CHECK = 1
export CORE_AREA = 10 10 70 70
export DIE_AREA = 0 0 80 80
```
**/design/flow/constraint.sdc**
```tcl
current_design status_detection_storage_selection_module

set clk_period 1.1
set clk_io_pct 0.2

create_clock -name clk0 -period $clk_period [get_ports {clk}]

set non_clock_inputs [all_inputs -no_clocks]
set_input_delay [expr $clk_period * $clk_io_pct] -clock clk0 $non_clock_inputs
set_output_delay [expr $clk_period * $clk_io_pct] -clock clk0 [all_outputs]
```
**/design/flow/design.v**
```verilog
`timescale 1ns / 1ps
module status_detection_module(z, carry, carry_n_1, condition_values);
input [15:0] z;
input carry, carry_n_1;
output [3:0] condition_values;
			buf cr (condition_values[0], carry);
			nor zr(condition_values[1], z[0], z[1], z[2], z[3], z[4], z[5],z[6],z[7], z[8], z[9], z[10], z[11], z[12],z[13],z[14],z[15]);
			xor ov(condition_values[2], carry, carry_n_1);
			buf sn(condition_values[3], z[15]);
endmodule
`timescale 1ns / 1ps
module 	status_detection_storage_selection_module (clk, z, carry, carry_n_1, cc, status);
input clk;
input [15:0]z;
input carry;
input carry_n_1;
input [3:0] cc;
output status;
wire [3:0] condition_values;
wire[8:0] conditional_wires;
status_detection_module status_detection(z, carry, carry_n_1, condition_values); 
status_storage_module status_storage(clk, condition_values, conditional_wires);
status_selection_module status_selection(conditional_wires,cc, status);
endmodule
`timescale 1ns / 1ps
module status_selection_module(conditional_wires, cc, status
    );
	input [8:0]conditional_wires;
	input [3:0] cc;
	output reg status;
	always @(*)
		begin
			case (cc)
				4'b0000 : status <= conditional_wires[0];
				4'b0001 : status <= conditional_wires[1];
				4'b0010 : status <= conditional_wires[2];
				4'b0011 : status <= conditional_wires[3];
				4'b0100 : status <= conditional_wires[4];
				4'b0101 : status <= conditional_wires[5];
				4'b0110 : status <= conditional_wires[6];
				4'b0111 : status <= conditional_wires[7];
				4'b1000 : status <= conditional_wires[8];
			endcase
		end
endmodule
`timescale 1ns / 1ps
module status_storage_module(clk, condition_values, conditional_wires);
input clk;
input [3:0]condition_values;
output [8:0]conditional_wires;
wire [3:0] condition_values;
assign conditional_wires[0]=1;
DFF DFF_1(condition_values[0], clk, conditional_wires[1], conditional_wires[2]);
DFF DFF_2(condition_values[1], clk, conditional_wires[3], conditional_wires[4]);
DFF DFF_3(condition_values[2], clk, conditional_wires[5], conditional_wires[6]);
DFF DFF_4(condition_values[3], clk, conditional_wires[7], conditional_wires[8]);
endmodule
module DFF(D,clk,Q, Qbar);
    input clk;
	 input  D;
    output reg  Q;
    output reg Qbar;
    always @(posedge clk)
	 begin
         Q <= D;
			Qbar <= ~Q; 
    end
endmodule
```
**/design/flow/run.sh**
```bash
#!/bin/bash
# OpenROAD 26Q1-2900-gdf79404cd8, Yosys 0.63+post, stock flow scripts
make -C /OpenROAD-flow-scripts/flow DESIGN_CONFIG=/design/flow/config.mk WORK_HOME=/design/flow/orfs finish
```
==> out/qor.txt <==
Highest Clock Rate - 1.110 GHz
Clock latency (worst-skew pair) - 0.25 ns
Hold Path End - status_storage.DFF_2.Qbar
Syn Inst Count - 31
Clock transition at path regs - 0.05 ns
Top Layout Cells - clkdlybuf4s50_1, dfxtp_1, nor4_1
Max-slew violations - 0
Setup Skew - 0.009632 ns
Postcts setup bufs - 0
CORE AREA - 0.003416 sq mm
Hold_buf cts - 0
VDD IR max - 0.5263 mV
HP Start - status_storage.DFF_2.Q
Worst Path Max Fanout - 1
All-layer global routing usage - 2.888%
Die width - 80 um
FF-to-FF setup slack - 0.63 ns
Global route total overflow - 0
HP Class - flop to flop
# diodes - 0
Drc violations - 0
Tool warnings - 25
Arr. time, crit path - 1.09 ns
Critical Path RT - 1.28 ns
Worst slew pin tran - 0.3196 ns
Slew margin rel. - 78.50%
Register pins left without a clock - 1
CP endpoint kind - flop
Crit start category - input pin
Pre-antenna DRT Iters - 3
Total Wirelength - 851 um
Gp weighted congestion - 0.7259
# Cells Yosys - 31
IO buf count - 23
Endpoints left unconstrained - 2
Fraction of layout cells with a size suffix above 1 - 10.71%
Global-route wire length before repair - 1455 um
Starting Density - 9.890%
Root Driver - clkbuf_4
Resize count post-CTS - 0
Die area - 0.006400 sq mm
Static leakage - 0.2363 nW
Routed Antenna Nets - 0
Cell area power density - 1024 mW/mm^2
Final setup TNS - 0 ns
Hold Fails Final Rpt - 0
Largest net degree at the start of global routing - 8
Max-cap violations - 0
Die Span Y - 80 um
H-tree levels - 1
# IOs - 24
WS Path Type - input pin to flop
CTS tree - yes
Max Buffers Root-to-Sink - 2
Ys flops - 9
Worst reg2reg startpoint - status_storage.DFF_1.Q
Syn. warnings - 2
CTS Buf Count - 3
Number of setup violations in the final report - 0
Cell Rows - 21
Status - finished clean
Vias in the first global route - 349
Worst-case reg-to-reg path depth - 1
Number of DRC markers in iteration 0 - 6
Mean post-synth cell area - 10.90 sq um
R2R Path End - status_storage.DFF_1.Qbar
Hold slack - 0.3648 ns
WHS Path Cells - 1
Yosys stat chip area - 337.8 sq um
Via density - 3.098
RSZ-0062 raised after global routing - no
Final Cycle Share - 81.90%
Post-synthesis instance area - 337.8 sq um
Vias - 316
Tmin final - 0.9009 ns
Most used logic cell in the final layout - clkdlybuf4s50_1
Antenna violations before repair - 0
Unique cell types - 15
WL/cell - 8.343 um
Area Overhead vs Synth - 88.52%
-- routing by layer --
metal,vias to the layer above,wire length (um),track usage (%)
li1,161,-,-
met4,0,0,0.3521
met3,0,243,4.205
met2,28,201,2.729
met5,-,0,0
met1,127,405,3.446
-- critical path, stage by stage --
cell             delay (ns)
clkdlybuf4s50_1        0.39
nor4_1                 0.26
and4_1                 0.22
-- stage by stage --
stage	total power, mW	setup WS, ns	std cells	cell area [sq um]	utilization, %
floorplan	0.3561	0.4081	31	337.8	-
global placement	0.4428	-0.07015	99	614.3	17.99
detailed placement	0.4449	-0.06353	99	614.3	17.99
CTS	0.6635	0.1891	102	636.9	18.64
global route	0.6958	0.1561	102	636.9	18.64
finish	0.6521	0.1991	102	636.9	18.64
-- where the power goes --
part	switching, mW	total, mW	internal (mW)
Sequential	0.00657	0.317	0.310
Clock	0.0894	0.214	0.124
Combinational	0.0302	0.122	0.0916
-- final cells by class --
class	count	area, sq um
Clock buffer	3	22.52
Tap cell	46	57.56
Fill cell	386	2779
Timing Repair Buffer	23	230.2
Multi-Input combinational cell	17	136.4
Sequential cell	9	175.2
Inverter	4	15.01
-- synth_stat cells --
cell type  instances  area share [%]
mux4_2             1             6.7
buf_6              1             3.3
xor2_1             1             2.6
dlxtn_1            1             4.4
nand2b_1           1             1.9
mux2i_1            2             5.9
a21oi_1            1             1.5
o31a_2             1             3.0
a22oi_2            1             3.7
dfxtp_1            8              47
and4_1             1             2.6
nand2_1            2             2.2
nor4_1             5             9.3
inv_1              4             4.4
nor2_1             1             1.1
-- worst max path at each step --
stage,start,to,slack (ns)
after CTS,z[13],status_storage.DFF_2.Q,0.19
after global routing,z[1],status_storage.DFF_2.Q,0.16
final,z[13],status_storage.DFF_2.Q,0.20
-- state kept, by name, indices dropped and copies added (netlist names) --
name                       flops
status_selection.status        1
status_storage.DFF_1.Q         1
status_storage.DFF_1.Qbar      1
status_storage.DFF_2.Q         1
status_storage.DFF_2.Qbar      1
status_storage.DFF_3.Q         1
status_storage.DFF_3.Qbar      1
status_storage.DFF_4.Q         1
status_storage.DFF_4.Qbar      1
-- cell families (layout without fill, tap and decap cells) --
kind of cell              after synthesis  count (layout)  share of synthesized area, %
and+or+nand+nor                        10              10                         17.04
muxes                                   3               3                         12.59
AOI/OAI and AO/OA                       3               3                         8.146
latches                                 1               1                         4.443
xor gates and xnor gates                1               1                         2.593
DFF                                     8               8                         47.41
buffers and inverters                   5              30                         7.776
Power figures rest on the tool's default switching activity, not on a simulated workload.
